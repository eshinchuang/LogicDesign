==> /design/flow/design.v <==
`timescale 1ns/100ps
module GCD (
  input wire CLK,
  input wire RST_N,
  input wire [7:0] A,
  input wire [7:0] B,
  input wire START,
  output reg [7:0] Y,
  output reg DONE,
  output reg ERROR
);
parameter [1:0] IDLE   = 2'b00;
parameter [1:0] CALC   = 2'b01;
parameter [1:0] FINISH = 2'b10;
reg found, err, next_found;
reg [7:0] reg_a, reg_b, data_a, data_b, next_a, next_b;
reg [7:0] diff;
reg error_next;
reg [1:0] state, state_next;
always @(posedge CLK or negedge RST_N) begin
  if (!RST_N) begin
    state <= IDLE;
    reg_a <= 0;
    reg_b <= 0;
    found <= 0;
  end
  else begin
    state <= state_next;
    reg_a <= next_a;
    reg_b <= next_b;
    found <= next_found;
    ERROR <= error_next;
  end
end
always @* begin 
    case(state)
      IDLE: begin
          error_next = 0;
          next_a = A;
          next_b = B;
          next_found = 0;
          DONE = 0;
          if(START) begin
            state_next = CALC;
          end else begin
            state_next = IDLE;
          end
      end
      CALC: begin
        if(A == 0 || B == 0) begin
          error_next = 1;
          state_next = FINISH;
        end
        else begin
          if(reg_b == 0) begin
            Y = reg_a;
            state_next = FINISH;
          end else begin
            state_next = CALC;
            next_a = reg_b;
            next_b = reg_a % reg_b;
          end
        end
      end
      FINISH: begin
          DONE = 1;
          state_next = IDLE;
      end
    endcase
end
endmodule
==> /design/flow/run.sh <==
#!/bin/bash
# OpenROAD 26Q1-2900-gdf79404cd8, Yosys 0.63+post, stock flow scripts
make -C /OpenROAD-flow-scripts/flow DESIGN_CONFIG=/design/flow/config.mk WORK_HOME=/design/flow/orfs finish
==> /design/flow/config.mk <==
export PLATFORM = sky130hd
export DESIGN_NAME = GCD
export DESIGN_NICKNAME = GCD
export VERILOG_FILES = /design/flow/design.v
export SDC_FILE = /design/flow/constraint.sdc
export NUM_CORES = 4
export LEC_CHECK = 1
export CORE_UTILIZATION = 50
==> /design/flow/constraint.sdc <==
current_design GCD

set clk_period 1.0
set clk_io_pct 0.2

create_clock -name clk0 -period $clk_period [get_ports {CLK}]

set non_clock_inputs [all_inputs -no_clocks]
set_input_delay [expr $clk_period * $clk_io_pct] -clock clk0 $non_clock_inputs
set_output_delay [expr $clk_period * $clk_io_pct] -clock clk0 [all_outputs]
==> flow_summary.ini <==
; flow metrics
[final_layout]
combGateArea_mm2 = 0.00208
finalNonFillerCells = 456
layout_top_cell = ha_1
lay_top_cells = 41 x ha_1, 28 x dlxtn_1, 27 x nor2_1, 27 x clkdlybuf4s50_1, 26 x nand2_1
final_core_util = 0.589
fillers = 551
drive_above_1_share = 0.0840
layout.area.seq_um2 = 901
syn_to_final_growth_pct = 13.1

[clock_network]
cts_tree = built
clockBufferDepth = 2
cts_root_buffer = clkbuf_8
htreeDepth = 1
clkTransAtPathRegs_ns = 0.07
numCtsBuffers = 3
postCtsHoldBufs = 0

[place]
hpwl_mm = 5.72
gp_congestion = 0.899
port_buffers = 28
place_inst = 452

[floorplan]
fp-utilization = 0.521
rows = 28
dieHeight_um = 80.7
die_w_um = 80.7
core_mm2 = 0.00596
io_pins = 29
die_area_mm2 = 0.00652

[worst_setup_path]
critical-path-top-delay-family = flip-flops
slowest_delay_ns = 0.36
crit_path_end_kind = output pin
criticalPathCategory = flip-flop to output pin
cp_max_fo = 1
crit_buf_inv = 1
critPathLaunchType = flip-flop
critical_path.cell_chain = clkbuf_2
worstPathRequired_ns = 0.80
cp_slowest_cell = edfxtp_1
arrival_ns = 0.70

[global_routing]
track_usage = 0.233
grt_pass1_wl_mm = 11.4
antenna_found_initial = 0
grt_max_degree = 23
grt_pass1_vias = 2376
grt_overflow_total = 0

[logic_synthesis]
synth_area_mm2 = 0.00310
ys_sh_mux = 0.0726
ys_async_sr_fraction = 0.383
avgSynthCellArea_um2 = 8.76
ys_sh_simple = 0.159
adder_share = 0.172
ys_warn_count = 1
largest_area_cell = ha_1
yosys.cell_types.count = 60
top_cell_area_share = 0.165
ys_top_logic_family = AND-OR/OR-AND gates
edf_count = 1
ys_cells = 354
ys_ff = 47
flop_cell = dlxtn_1
yosysChipArea_mm2 = 0.00310
syn-instance-count = 354
synthTopCellsByArea = ha_1 17%, dfrtp_1 15%, dlxtn_1 14%, mux2_2 4.0%, nor2_1 3.3%
synth-compound-area-share = 0.221
xor_share = 0.0452

[detailed_routing]
drtPass1Iterations = 4
diodes = 0
vias_per_cell = 5.62
antenna_left = 0
wl_mm = 6.97
wl_per_cell_um = 15.3
num_vias = 2564
drc = 0
first_iter_violations = 68

[power]
switching_share = 0.414
p_seq_frac = 0.239
leakagePower_uw = 0.00163
clock_power_share = 0.134
p_per_area_mw_per_mm2 = 1100
finalPower_uw = 3860
power.internal_uw = 2260
p_comb_frac = 0.626
vdd_drop_max_uv = 1460
p_switching_uw = 1600

[sta]
drv_slew = 0
tightest_slew_ns = 0.823
unclocked_pins = 28
untimed_endpoints = 56
post-route-period-util = 0.899
setup_violations = 0
slew_headroom = 0.451
fmax_mhz = 1110
hold_viol_final = 0
rsz0062_at_grt = no
finalCriticalPeriod_ns = 0.899

[hold_path]
hold_class = input port to asynchronous set/reset pin

[status]
status = complete, no violations

[run]
warnings = 30
maxCapViolations = 0
logic make-up (layout without fill, tap and decap cells):
logic type               count (synthesis)  in the layout
latches                                 28             28
flip-flops                              19             19
adder cells (fa/ha/maj)                 42             42
AND-OR/OR-AND                           97             97
AND/OR/NAND/NOR                         98             98
multiplexers                            21             21
XOR/XNOR                                16             16
buffers and inverters                   33             60
sequential cells by signal (all words and copies together) (netlist names):
name / count
Y: 8
state_next: 2
reg_b: 8
next_a: 8
state: 2
reg_a: 8
error_next: 1
ERROR: 1
DONE: 1
next_b: 8
metal layers:
layer | part of all wire | up-vias | GRT usage
met1 | 0.50 | 1179 | 0.354
met3 | 0.028 | 2 | 0.0296
met5 | 0 | - | 0
met2 | 0.47 | 35 | 0.382
met4 | 0.0046 | 0 | 0.0161
li1 | - | 1348 | -
worst max path at each step:
stage	from	endpoint	slack (ns)	depth (start not counted)
after CTS	ERROR	ERROR	0.01	1
final	ERROR	ERROR	0.10	1
after global routing	ERROR	ERROR	0.06	1
timing repair:
action                                  CTS  global route
gates resized                             2             1
endpoints found under the hold margin     0             0
endpoints found under the setup margin    1             1
buffers inserted                          0             0
power by group through the flow:
stage	clock network (uW)	registers (uW)	logic, uW
after CTS	537	924	2440
after global routing	565	931	2710
final	519	924	2420
Yosys cell counts (5+ instances only):
master / n
dfrtp_1: 18
o21a_1: 11
inv_1: 24
ha_1: 41
mux2_2: 11
xor2_1: 7
xnor2_1: 9
nand2_1: 26
nor4_1: 5
dlxtn_1: 28
nor2_1: 27
mux2i_1: 9
a21oi_1: 15
a31oi_1: 7
a21o_1: 9
o21ai_0: 17
nor3_1: 11
clkbuf_1: 8
cell type report:
| cell class | count | share of cell area |
|---|---|---|
| Clock buffer | 4 | 0.0128 |
| Inverter | 25 | 0.0268 |
| Timing Repair Buffer | 31 | 0.0849 |
| Tap cell | 75 | 0.0268 |
| Sequential cell | 47 | 0.257 |
| Multi-Input combinational cell | 274 | 0.592 |
stage by stage:
| stage | hold WS [ns] | worst slack [ns] | setup TNS (ns) | instance area, um2 |
|---|---|---|---|---|
| global route | 0.390 | 0.0610 | 0 | 3510 |
| floorplan | -0.0956 | 0.501 | 0 | 3100 |
| global placement | 0.640 | -0.0222 | -0.0222 | 3470 |
| finish | 0.363 | 0.101 | 0 | 3510 |
| CTS | 0.374 | 0.0101 | 0 | 3510 |
| detailed placement | 0.643 | -0.0245 | -0.0245 | 3470 |
Power is estimated from default activity; no workload was simulated.
